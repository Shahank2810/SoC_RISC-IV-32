`/design/flow/constraint.sdc`:
```
current_design id_gen

set clk_period 1.0
set clk_io_pct 0.2

create_clock -name clk0 -period $clk_period [get_ports {clk}]

set non_clock_inputs [all_inputs -no_clocks]
set_input_delay [expr $clk_period * $clk_io_pct] -clock clk0 $non_clock_inputs
set_output_delay [expr $clk_period * $clk_io_pct] -clock clk0 [all_outputs]
```
`/design/flow/config.mk`:
```
export PLATFORM = sky130hd
export DESIGN_NAME = id_gen
export DESIGN_NICKNAME = id_gen
export VERILOG_FILES = /design/flow/design.v
export SDC_FILE = /design/flow/constraint.sdc
export NUM_CORES = 4
export LEC_CHECK = 1
export CORE_AREA = 10 10 70 70
export DIE_AREA = 0 0 80 80
```
`/design/flow/design.v`:
```
`timescale 1ns / 1ps
module id_gen(
    input arvalid,arready,clk,rst,awvalid,awready,
    input [3:0]arid,awid,
    input [31:0] addr,
    output reg [3:0] id,bid
    );
    always@(posedge clk)begin
    if(!rst)begin
     id     <= 4'b0;
     bid    <=4'b0;
     end
    if (arvalid && arready)
    begin
        id     <= arid;
    end
    if (awvalid && awready) bid     <= awid;
    end
endmodule
```
`/design/flow/run.sh`:
```
#!/bin/bash
# OpenROAD 26Q1-2900-gdf79404cd8, Yosys 0.63+post, stock flow scripts
make -C /OpenROAD-flow-scripts/flow DESIGN_CONFIG=/design/flow/config.mk WORK_HOME=/design/flow/orfs finish
```
==> out/metrics.cfg <==
[final_layout]
layoutNonFillerInstCount = 90
area_growth_syn_to_layout_pct = 86.3
final_util_pct = 16.9
final_common_cell = clkdlybuf4s50_1
most-common-layout-cells = 12 x clkdlybuf4s50_1, 8 x and3_1, 8 x edfxtp_1, 6 x buf_2, 3 x clkbuf_4
drive_gt1_share_pct = 31.8
n_fill_cell = 396

[grt]
grtUsageTotal_pct = 2.15
grt-ovfl-total = 0
grt_max_degree = 6
grt_pass1_wl_mm = 1.05
grt_pass1_vias = 273
antenna_found_initial = 0

[setup_path]
crit_slowest_cell = clkdlybuf4s50_1
cp_cell_sequence = clkdlybuf4s50_1 > a21bo_2
crit_family = buffers and inverters
slowest_delay_ns = 0.51
critPathArrivalTime_ns = 0.91
cp-end-kind = flop
critPathRequiredTime_ns = 0.96
worstSetupPathType = input pin to flop
crit_fanout = 5
cp-start-kind = input pin
path_buffers = 1
cp.depth = 2

[cts]
postCtsSetupBuffers = 0
htreeDepth = 1
path_clk_slew_ns = 0.05
tritoncts.num_buffers = 3
cts.sinks = 8
clock_path_buffers = 2
tritoncts = yes
clock-root-buffer = clkbuf_4

[final_timing]
worst_pin_slew_ns = 0.143
fin_crit_sh_pct = 94.8
rsz0062_at_grt = false
holdWs_ns = 0.359
slew_viol_final = 0
relSlewSlack_pct = 90.5
period_minus_slack_ns = 0.948
setup_violations = 0
fmax_ghz = 1.05
hold_violations = 0

[floorplan]
chip_area_mm2 = 0.00640
die_x_um = 80
core_area_mm2 = 0.00342
num_io_pins = 54
rows = 21
initCoreUtil_pct = 9.08
fp.dieH_um = 80

[power]
p_leak_nw = 0.255
p_total_w = 0.000749
peakVddDrop_uv = 466
cellPowerDensity_mw_per_mm2 = 1300

[synth]
netlist_area_um2 = 310
ys_chip_area_um2 = 310
syn_inst = 18
ys_seq_share_pct = 77.4
area_leaders = edfxtp_1 77%, and3_1 16%, a21bo_1 6.5%
ys_cells = 18
ys_ff = 8
ys_warn_count = 1
top_area_share_pct = 77.4
syn_area_per_cell_um2 = 17.2
yosys.area.top_type = edfxtp_1
synth.distinct_cells = 3

[detailed_routing]
n_antenna_cell = 0
wl_per_cell_um = 8.58
drt_wl_total_um = 772
final_antenna_net_count = 0
vias_per_cell = 2.72
num_vias = 245
drt_iter0_markers = 0
firstDrtPassIters = 1
drcViolationCount = 0

[hold_path]
worstHoldPathType = input pin to flop
whs_path_depth = 2

[place]
dp_cells = 87
port_buffers = 21
gp_congestion = 0.676

[job]
warning_count = 57
cap_violations = 0

[outcome]
status = finished, final reports clean

-- path summary, 6_finish.rpt --
| kind | start | end | slack, ns |
|---|---|---|---|
| worst max-delay path | awvalid | bid[1] | 0.05 |
| worst min-delay path | arvalid | id[1] | 0.36 |
-- registers in the layout (all words and copies together), names as in the netlist --
| register | cells |
|---|---|
| id | 4 |
| bid | 4 |
-- area by class of cell --
class                           count  area [um2]  share of cell area [%]
Clock buffer                        3        22.5                    3.90
Sequential cell                     8         240                    41.6
Tap cell                           46        57.6                    9.96
Multi-Input combinational cell     10        70.1                    12.1
Timing Repair Buffer               23         188                    32.5
-- what timing repair did --
item / 4_1_cts / 5_1_grt
setup endpoints to repair: 8 / 10
gates resized: 22 / 4
cloned: 0 / 0
hold endpoints to repair: 0 / 0
pin swaps: 0 / 1
hold buffers: 0 / 0
-- cell usage after synthesis --
cell type and count:
edfxtp_1 8, a21bo_1 2, and3_1 8
-- metal layers --
layer / vias up / global-route usage, % / part of all wire (%)
met5: - / 0 / 0
met4: 0 / 0.704 / 3.4
met3: 3 / 1.59 / 12
met2: 17 / 3.69 / 47
met1: 98 / 1.92 / 38
li1: 127 / - / -
-- power by group --
group,switching [W],internal [W]
sequential,0.00000655,0.000403
combinational,0.0000288,0.0000773
clock,0.0000969,0.000136
-- cells by family after synthesis --
kind of cell / after synthesis / synth area share, %
DFF: 8 / 77.4
AOI/OAI and AO/OA: 2 / 6.45
and+or+nand+nor: 8 / 16.1
-- stage by stage --
step | TNS (ns) | instance area (um2) | setup WS, ns
final | 0 | 578 | 0.0521
after global routing | 0 | 578 | 0.0163
after CTS | 0 | 586 | 0.0000414
after detailed placement | -3.03 | 593 | -0.232
after global placement | -2.83 | 593 | -0.213
after floorplan | 0 | 310 | 0.280
Power figures rest on the tool's default switching activity, not on a simulated workload.
